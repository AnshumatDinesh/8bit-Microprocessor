`flow/config.mk`:
```
export PLATFORM = sky130hd
export DESIGN_NAME = Address_latch
export DESIGN_NICKNAME = Address_latch
export VERILOG_FILES = /design/flow/design.v
export SDC_FILE = /design/flow/constraint.sdc
export NUM_CORES = 4
export LEC_CHECK = 1
export CORE_AREA = 10 10 71 71
export DIE_AREA = 0 0 81 81
```
`flow/constraint.sdc`:
```
current_design Address_latch

set clk_period 1.0
set clk_io_pct 0.2

create_clock -name clk0 -period $clk_period [get_ports {clk}]

set non_clock_inputs [all_inputs -no_clocks]
set_input_delay [expr $clk_period * $clk_io_pct] -clock clk0 $non_clock_inputs
set_output_delay [expr $clk_period * $clk_io_pct] -clock clk0 [all_outputs]
```
`flow/design.v`:
```
module Address_latch (
    input wire[15:0] Addin,
    input wire clk,En,
    output reg [15:0]Addout
);
    always @(posedge clk) begin
        if (En) begin
            Addout=Addin;
        end
    end
endmodule
```
`flow/run.sh`:
```
#!/bin/bash
# OpenROAD 26Q1-2900-gdf79404cd8, Yosys 0.63+post, stock flow scripts
make -C /OpenROAD-flow-scripts/flow DESIGN_CONFIG=/design/flow/config.mk WORK_HOME=/design/flow/orfs finish
```
==> flow_metrics.env <==
# yosys + openroad results
export IMPL_p_clk_share_pct=33.5
export IMPL_drt_first_pass_iters=2
export IMPL_antenna_found_initial=0
export IMPL_tightest_slew_ps=142.6
export IMPL_ys_area_um2=480.5
export IMPL_tool_warnings=25
export IMPL_pin_count=34
export IMPL_swShare_pct=17.18
export IMPL_cts_buffers=3
export IMPL_synth_seq_cells=16
export IMPL_common_cells="edfxtp_1"
export IMPL_flop_cell="edfxtp_1"
export IMPL_vias=295
export IMPL_largest_area_cell="edfxtp_1"
export IMPL_grt_pass1_vias=333
export IMPL_slowest_stage="edfxtp_1"
export IMPL_top_cells_by_area="edfxtp_1"
export IMPL_syn_avg_cell_area_um2=30.03
export IMPL_max_stage_delay_ps=370
export IMPL_wl_met1_um=471
export IMPL_p_leak_nw=0.3243
export IMPL_die_area_um2=6561
export IMPL_antenna_cells_inserted=0
export IMPL_drt_wirelength_per_cell_um=12.07
export IMPL_largest_reg_flops=16
export IMPL_clock_sink_count=16
export IMPL_fillers=395
export IMPL_drive_gt1_share_pct=38.18
export IMPL_initial_utilization_pct=13.22
export IMPL_ys_seq_share_pct=100.0
export IMPL_drv_cap=0
export IMPL_io_buffers=33
export IMPL_areaGrowthSynthToFinish_pct=79.69
export IMPL_synth_top_cell_area_share_pct=100.0
export IMPL_comb_area_um2=0
export IMPL_die_h_um=81
export IMPL_rsz0062_at_grt="no"
export IMPL_crit_family="flip-flops"
export IMPL_syn_cell_area_um2=480.5
export IMPL_grt_max_degree=15
export IMPL_hold_violations=0
export IMPL_routed_wl_met3_um=171
export IMPL_cp_required_ps=800
export IMPL_cts_htree_levels=1
export IMPL_initialDrtViolationCount=11
export IMPL_critPathLaunch="Addout[14]"
export IMPL_end_kind="primary output"
export IMPL_grt_pass1_wl_um=1731
export IMPL_gp_congestion=0.6894
export IMPL_path_clk_slew_ps=60
export IMPL_worstPathArrival_ps=740
export IMPL_placed_area_um2=898.4
export IMPL_yosysCellCount=16
export IMPL_finish_instance_area_um2=863.3
export IMPL_cts_setup_buffers=0
export IMPL_edf_count=16
export IMPL_p_sw_w=0.0002418
export IMPL_p_int_w=0.001166
export IMPL_cp_cell_sequence="buf_2"
export IMPL_grt_ovfl_total=0
export IMPL_drt_wl_total_um=1243
export IMPL_yosysWarnings=1
export IMPL_rows=22
export IMPL_min_from="Addin[2]"
export IMPL_grt_usage_pct=3.561
export IMPL_critical_path_class="reg -> out"
export IMPL_setup_viol=0
export IMPL_slew_violations=0
export IMPL_ir_drop_v=0.0005156
export IMPL_comb_power_share_pct=9.1
export IMPL_ant_nets=0
export IMPL_comb_cells=0
export IMPL_crit_path_max_fanout=1
export IMPL_highest_layer="met3"
export IMPL_setup_tns_ps=0
export IMPL_dr_wl_met2_um=600
export IMPL_hold_class="in -> reg"
export IMPL_syn_inst=16
export IMPL_crit_path_start_kind="register"
export IMPL_cts_root_buf="clkbuf_8"
export IMPL_synth_top_cell_by_count="edfxtp_1"
export IMPL_synthDistinctLibCells=1
export IMPL_core_um2=3633
export IMPL_status="finished clean"
export IMPL_fmax_ghz=1.068
export IMPL_die_w_um=81
export IMPL_async_flop_share_pct=0
export IMPL_holdBufCountCts=0
export IMPL_path_buffers=1
export IMPL_finalCritPeriodShare_pct=93.63
export IMPL_slew_headroom_pct=90.46
export IMPL_pwr_share_seq_pct=57.4
export IMPL_period_minus_slack_ps=936.3
export IMPL_cts_tree="done"
export IMPL_cts_buffer_depth=2
export IMPL_power_density_nw_per_um2=1631
export IMPL_hpwl_um=1040
export IMPL_routed_via_density=2.864
export IMPL_drc=0
==> final timing paths <==
kind  slack [ps]         end  depth (start not counted)
max           60  Addout[14]                          1
min          510   Addout[2]                          1
==> power by group through the flow <==
stage / registers [W] / clock network, W / logic [W]
CTS: 0.000809 / 0.000497 / 0.000140
global route: 0.000813 / 0.000523 / 0.000143
finish: 0.000808 / 0.000472 / 0.000128
==> layout by cell type (no fill, tap or decap) <==
cell type,n
buf_12,1
buf_2,12
edfxtp_1,16
buf_4,1
clkbuf_8,3
clkinv_1,1
clkdlybuf4s50_1,17
clkbuf_2,4
==> per-stage QoR <==
step	hold WS (ps)	total power, W	setup WS, ps	util, %	cells
2_1_floorplan	298.9	0.0008110	501.3	-	16
3_3_place_gp	756.2	0.001005	-191.2	24.72	99
3_5_place_dp	757.9	0.001006	-202.0	24.72	99
4_1_cts	500.8	0.001446	0.3680	24.31	103
5_1_grt	502.9	0.001480	26.47	23.76	103
6_report	509.1	0.001408	63.67	23.76	103
==> what timing repair did <==
action                     4_1_cts  5_1_grt
resized                         44        4
setup endpoints to repair       16        4
pin swaps                        0        0
==> routing by layer <==
metal,vias up,global-route usage (%)
li1,142,-
met1,135,3.909
met2,18,5.494
met3,0,2.784
met4,0,0.5190
met5,-,0
==> cell families after synthesis <==
kind of cell	after synthesis	synth area share (%)
flops	16	100.0
==> final cells by class <==
cell class,instances,area [um^2],share of cell area (%)
clock inverters,1,3.754,0.4348
clock buffers,3,41.29,4.783
well taps,48,60.06,6.957
repair buffers,35,277.8,32.17
flip-flops and latches,16,480.5,55.65
No activity file was given, so power comes from the tool's default toggle rates.
