<file path="flow/design.v">
module full_adder ( 
    input wire X,Y,Cin, 
    output wire Z,Cout
);
    assign Z=X^Y^Cin;
    assign Cout=X&Y|Y&Cin|Cin&X;
endmodule
module Adder (
    input wire[7:0] X,Y, 
    input wire Cin, 
    input wire X_inv,Y_inv, 
    output wire[7:0]Z, 
    output wire Cout,ACout 
);
    wire[7:0] Op;
    wire[5:0] carryprop;
    assign Z=(X_inv||Y_inv)?Op+'d1:Op;
    full_adder FA7(.X(((X_inv)?~X[7]:X[7])),
                    .Y(((Y_inv)?~Y[7]:Y[7])),
                    .Z(Op[7]),.Cin(carryprop[5]),.Cout(Cout));
    full_adder FA6(.X(((X_inv)?~X[6]:X[6])),
                    .Y(((Y_inv)?~Y[6]:Y[6])),
                    .Z(Op[6]),.Cin(carryprop[4]),.Cout(carryprop[5]));
    full_adder FA5(.X(((X_inv)?~X[5]:X[5])),
                    .Y(((Y_inv)?~Y[5]:Y[5])),
                    .Z(Op[5]),.Cin(carryprop[3]),.Cout(carryprop[4]));
    full_adder FA4(.X(((X_inv)?~X[4]:X[4])),
                    .Y(((Y_inv)?~Y[4]:Y[4])),
                    .Z(Op[4]),.Cin(ACout),.Cout(carryprop[3]));
    full_adder FA3(.X(((X_inv)?~X[3]:X[3])),
                    .Y(((Y_inv)?~Y[3]:Y[3])),
                    .Z(Op[3]),.Cin(carryprop[2]),.Cout(ACout));
    full_adder FA2(.X(((X_inv)?~X[2]:X[2])),
                    .Y(((Y_inv)?~Y[2]:Y[2])),
                    .Z(Op[2]),.Cin(carryprop[1]),.Cout(carryprop[2]));
    full_adder FA1(.X(((X_inv)?~X[1]:X[1])),
                    .Y(((Y_inv)?~Y[1]:Y[1])),
                    .Z(Op[1]),.Cin(carryprop[0]),.Cout(carryprop[1]));
    full_adder FA0(.X(((X_inv)?~X[0]:X[0])),
                    .Y(((Y_inv)?~Y[0]:Y[0])),
                    .Z(Op[0]),.Cin(Cin),.Cout(carryprop[0]));
endmodule
module ALU (
    input wire[7:0] A , X,
    input wire[2:0] Opsel,
    input wire A_inv,X_inv,OP_inv,
    input wire Carrybit,
    input wire clk,
    output reg[7:0] Z, 
    output wire[7:0] Flags
);
    wire Cout,ACout;
    wire [7:0] OpAdd,OpAnd,OpXor,OpShift;
    assign Flags[0]=(Opsel==3'b000)?Cout:(Opsel==3'b100)?A[0]:1'b0;
    assign Flags[4]=(Opsel==3'b000)?ACout:1'b1;
    assign Flags[7]=Z[7];
    assign OpAnd=((A_inv)?~A:A)&((X_inv)?~X:X);
    assign OpXor=((A_inv)?~A:A)^((X_inv)?~X:X);
    assign OpShift=((A_inv)?~A:A)>>1;
    Adder A1(.X(A),.Y(X),.Cin(Carrybit),.X_inv(A_inv),.Y_inv(X_inv),.Z(OpAdd),.Cout(Cout),.ACout(ACout));
    always @(negedge clk) begin
        case (Opsel)
            'b000:
            begin
                Z=(OP_inv)?~OpAnd:OpAnd;
            end
            'b001:
            begin
                Z=(OP_inv)?~OpXor:OpXor;
            end
            'b010:
            begin
                Z=OpAdd;
            end
            'b011:
            begin
                Z={Carrybit,OpShift[6:0]};
            end
        endcase
    end
endmodule
</file>
<file path="flow/run.sh">
#!/bin/bash
# OpenROAD 26Q1-2900-gdf79404cd8, Yosys 0.63+post, stock flow scripts
make -C /OpenROAD-flow-scripts/flow DESIGN_CONFIG=/design/flow/config.mk WORK_HOME=/design/flow/orfs finish
</file>
<file path="flow/config.mk">
export PLATFORM = sky130hd
export DESIGN_NAME = ALU
export DESIGN_NICKNAME = ALU
export VERILOG_FILES = /design/flow/design.v
export SDC_FILE = /design/flow/constraint.sdc
export NUM_CORES = 4
export LEC_CHECK = 1
export CORE_AREA = 10 10 95 95
export DIE_AREA = 0 0 105 105
</file>
<file path="flow/constraint.sdc">
current_design ALU

set clk_period 3.4
set clk_io_pct 0.2

create_clock -name clk0 -period $clk_period [get_ports {clk}]

set non_clock_inputs [all_inputs -no_clocks]
set_input_delay [expr $clk_period * $clk_io_pct] -clock clk0 $non_clock_inputs
set_output_delay [expr $clk_period * $clk_io_pct] -clock clk0 [all_outputs]
</file>
==> Changelog: implementation <==
### Physical design

* Most common cell in the netlist: xor2_1
* Gr usage total at 7.52%
* WL final at 4120 um
* Dominant cell area share at 17.4%
* Initial DRC Count at 42
* Synth Seq Share at 17.4%
* Width of the die at 105 um
* Worst path arrival time at 3910 ps
* Die area at 11000 um2
* Violated checks: negative setup slack
* Detailed-route DRC error count at 0
* Critical path class: in2reg
* Worst hold slack at 2090 ps
* Fin. Hold Viols at 0
* Area delta synth->final at 69.2%
* Reported max-cap violation count at 0
* Syn avg cell area at 8.64 um2
* Synth cell types at 38
* Routability congestion estimate at 0.894
* Finish-stage setup viols at 10
* Pleak at 1.02 nW
* Final worst slack at -2180 ps
* Pin count of the biggest net entering global routing at 19
* CTS sink cnt at 8
* Final Util at 33.9%
* Final ANT Viol Nets at 0
* FF+latch area at 240 um2
* Core Area at 6910 um2
* Final TNS setup at -13010 ps
* #FFs+latches synth at 8
* RSZ-0062 raised after global routing: true
* DRT Pass-1 Iters at 4
* Worst Path Max Fanout at 2
* # rows at 30
* Clock Pin Slew Worst Setup and Hold Paths at 30 ps
* Init Core Util at 20.0%
* Yosys chip area at 1380 um2
* Inserted Diodes at 0
* Mapped cell area at 1380 um2
* Vias in the first global route at 1449
* Initial antenna violation count at 0
* Max clock buf depth at 2
* Element type at the critical path end: flip-flop
* Commonest flop: edfxtp_1
* YS warnings at 6
* Post-synthesis cell count from yosys at 160
* Syn Inst Count at 160
* Via density per instance at 4.05
* Vias after detailed routing at 1366
* Pwr dens at 338 nW/um2
* Grt ovf at 0
* WP data required at 1740 ps
* HP Class: in2out
* # hold bufs at CTS at 0
* Pins over their slew limit at 0
* CTS tree: yes
* EDFF count, synth at 8
* Max reg flops at 8
* Proportion of layout cells with a drive suffix above 1 at 35.7%
* Largest area contributor in the netlist: edfxtp_1
* CTS Buf Count at 3
* Top cells, area: edfxtp_1 17%, xor2_1 15%, fa_1 12%, ha_1 8.1%, xnor2_1 5.7%
* Total tool warning count at 36
* Comb area at 1150 um2
* Post-synth top cells: 23 x xor2_1, 16 x inv_1, 12 x nor2_1
* CTS root buf: clkbuf_8
* WL per Instance at 12.2 um
* H-tree Lvls at 1
* I/O pins at 40
* Port bufs at 34
* Post-DP HPWL at 3430 um
* Run status: finished, violations left
* FFs w/ async S/R, synth at 0%
* Worst vdd ir at 114 uV
* Die H at 105 um
* Global-route wire length before repair at 6980 um
* Crit start category: input pin
* # fillers at 716
==> stage by stage <==
step	setup WS (ps)	std cells	area, um2	power, mW
floorplan	-2380	164	1460	0.397
global placement	-2930	322	2130	0.588
detailed placement	-2930	322	2130	0.589
CTS	-2310	334	2300	0.771
global route	-2310	337	2340	0.862
finish	-2180	337	2340	0.791
==> power breakdown <==
part / internal (mW) / leakage, nW / switching (mW)
Clock: 0.0898 / 0.0642 / 0.0592
Combinational: 0.290 / 0.882 / 0.220
Sequential: 0.128 / 0.0784 / 0.00315
Total: 0.508 / 1.02 / 0.283
==> final cells by class <==
cell class              instances  area share [%]
multi-input cells             125            49.0
repair buffers                 82            30.2
flip-flops and latches          8            10.3
well taps                      96            5.13
inverters                      15            2.41
clock buffers                   3            1.76
clock inverters                 8            1.28
==> cell families (layout without fill, tap and decap cells) <==
kind of cell | count (synthesis) | after routing | synth area share, %
simple gates | 37 | 37 | 14.8
compound gates | 32 | 32 | 15.2
xor+xnor | 32 | 32 | 20.3
fa+ha+maj | 17 | 17 | 19.7
flops | 8 | 8 | 17.4
other cells | 1 | 5 | 0.271
mux | 2 | 2 | 1.54
buf+inv | 31 | 108 | 10.9
==> worst paths after layout <==
check / startpoint / end / slack, ps / depth (start not counted)
setup / recovery: X[0] / Z[7] / -2180 / 18
hold / removal: A[0] / Flags[0] / 2090 / 4
==> critical path, stage by stage <==
cell     delay, ps
buf_6           90
xor2_2         170
inv_2           60
fa_2           190
inv_2           40
fa_2           340
inv_2           60
fa_2           180
inv_2           40
fa_2           370
fa_2           340
inv_2           60
fa_2           180
inv_2           40
fa_2           330
fa_1           520
xnor2_1        110
o32ai_1         90
==> cell usage in the layout (no fill, tap or decap), types with 4 or more instances in the layout <==
cell | synthesis | routed
buf_4 | 6 | 44
xor2_1 | 23 | 21
clkdlybuf4s50_1 | 0 | 18
inv_1 | 16 | 16
dlygate4sd2_1 | 0 | 12
nor2_1 | 12 | 10
a21oi_1 | 11 | 9
edfxtp_1 | 8 | 8
ha_1 | 9 | 8
buf_6 | 1 | 8
inv_2 | 0 | 7
xnor2_1 | 9 | 7
fa_2 | 0 | 7
nand2_1 | 6 | 6
conb_1 | 1 | 5
a311oi_1 | 4 | 4
nand3b_1 | 4 | 4
==> metal layers <==
metal	global-route usage, %	part of all wire (%)	vias up	routed length (um)
met4	0.882	0.49	0	20
li1	-	-	702	-
met5	0	0	-	0
met3	3.54	10	4	412
met2	11.8	44	49	1800
met1	9.49	46	611	1890
==> timing repair <==
action / 4_1_cts / 5_1_grt
buffers inserted: 2 / 3
pin swaps: 21 / 14
setup endpoints to repair: 19 / 10
resized: 52 / 8
endpoints found under the hold margin: 0 / 0
Power is estimated from default activity; no workload was simulated.
